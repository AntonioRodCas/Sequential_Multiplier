$ cat design/flow/config.mk
export PLATFORM = sky130hd
export DESIGN_NAME = sequential_multiplier
export DESIGN_NICKNAME = sequential_multiplier
export VERILOG_FILES = /design/flow/design.v
export SDC_FILE = /design/flow/constraint.sdc
export NUM_CORES = 4
export LEC_CHECK = 1
export CORE_UTILIZATION = 50
$ cat design/flow/constraint.sdc
current_design sequential_multiplier

set clk_period 3.9
set clk_io_pct 0.2

create_clock -name clk0 -period $clk_period [get_ports {clk}]

set non_clock_inputs [all_inputs -no_clocks]
set_input_delay [expr $clk_period * $clk_io_pct] -clock clk0 $non_clock_inputs
set_output_delay [expr $clk_period * $clk_io_pct] -clock clk0 [all_outputs]
$ cat design/flow/design.v
module FlagCounter
#(
	parameter NBITS = 4,
	parameter VALUE =8
)
(
	input clk,
	input reset,
	input enable,
	output flag
);
reg [NBITS-1 : 0] counter_reg;
	always@(posedge clk or negedge reset) begin
		if (reset == 1'b0)
			counter_reg <= {NBITS{1'b0}};
		else
			if(enable == 1'b1)
				counter_reg <= counter_reg + 1'b1;
			else
				counter_reg <= {NBITS{1'b0}};
	end
assign flag = (counter_reg==VALUE)?1'b1:1'b0;
endmodule
 module Register_With_Sync_Reset
#(
	parameter WORD_LENGTH = 8
)
(
	input clk,
	input reset,
	input enable,
	input Sync_Reset,
	input [WORD_LENGTH-1 : 0] Data_Input,
	output [WORD_LENGTH-1 : 0] Data_Output
);
reg  [WORD_LENGTH-1 : 0] Data_reg;
always@(posedge clk or negedge reset) begin
	if(reset == 1'b0) 
		Data_reg <= 0;
	else 
		if(enable == 1'b1)
			if(Sync_Reset == 1'b0)
				Data_reg <= {WORD_LENGTH{1'b0}};
			else
				Data_reg <= Data_Input;
end
assign Data_Output = Data_reg;
endmodule
module sequential_multiplier
#(
	parameter WORD_LENGTH = 8								 
)
(	
	input start,
	input [WORD_LENGTH-1:0] Multiplier,	
	input [WORD_LENGTH-1:0] Multiplicand,	
	input clk,
	input reset,
	output reg ready,
	output [(WORD_LENGTH*2)-1:0] Product
);
localparam IDLE = 0;
localparam LOAD = 1; 
localparam SHIFT = 2; 
localparam READY = 3; 
reg [1:0]State;
reg shift;
reg load;
reg load_product;
reg Sync_Reset;
reg counter_enable;
wire [(WORD_LENGTH*2)-1:0] result_temp;
wire [(WORD_LENGTH*2)-1:0]  sum_one_reg;
wire counter_flag;
wire [WORD_LENGTH-1:0]  multiplicand_reg;
wire [WORD_LENGTH-1:0]  multiplier_reg;
wire sign_multiplier;
wire sign_multiplicand;
wire sign_product;
wire [WORD_LENGTH-1:0]  Multiplicand_2C;
wire [WORD_LENGTH-1:0]  Multiplier_2C;
wire [(WORD_LENGTH*2)-1:0]  Product_2C;
shift_register
#(
	.WORD_LENGTH(WORD_LENGTH),
	.SHIFT_LR ( 0 )
)
SR_L_MULTIPLICAND					 
(
	.D(Multiplicand_2C),
	.clk(clk),
	.reset(reset),
	.load(load),
	.shift(shift),
	.Q(multiplicand_reg)
);
shift_register
#(
	.WORD_LENGTH(WORD_LENGTH),
	.SHIFT_LR ( 1 )
) 
SR_R_MULTIPLIER			   	 
(
	.D(Multiplier_2C),
	.clk(clk),
	.reset(reset),
	.load(load),
	.shift(shift),
	.Q(multiplier_reg)
);
Register_With_Sync_Reset
#(
	.WORD_LENGTH((WORD_LENGTH*2))
) 
Accumulator		   	         
(
	.clk(clk),
	.reset(reset),
	.enable(load_product),
	.Sync_Reset(Sync_Reset),
	.Data_Input(result_temp),
	.Data_Output(Product_2C)
);
FlagCounter
#(
	.NBITS(4),
	.VALUE(WORD_LENGTH-1)
) 
FSM_counter 		   	         
(
	.clk(clk),
	.reset(reset),
	.enable(counter_enable),
	.flag(counter_flag)
);
assign sum_one_reg = (multiplier_reg[0]==1) ? {{(WORD_LENGTH-1) {1'b0}} ,multiplicand_reg} : {((WORD_LENGTH*2)-1) {1'b0}};
assign result_temp = sum_one_reg + Product_2C;
assign sign_multiplier = Multiplier[WORD_LENGTH-1];
assign Multiplier_2C = (Multiplier[WORD_LENGTH-1]==0) ? Multiplier : (~Multiplier + 1'b1);
assign sign_multiplicand = Multiplicand[WORD_LENGTH-1];
assign Multiplicand_2C = (Multiplicand[WORD_LENGTH-1]==0) ? Multiplicand : (~Multiplicand + 1'b1);
assign sign_product = (sign_multiplier | sign_multiplicand);
assign Product[(WORD_LENGTH*2)-1] = sign_product;
assign Product[(WORD_LENGTH*2)-2:0] = (sign_product==0) ? Product_2C : (~Product_2C + 1'b1);
always@(posedge clk or negedge reset) begin
	if (reset==0)
		State <= IDLE;
	else 
		case(State)
			IDLE:
			if(start == 1 )
				State <= LOAD;
			else 
				State <= IDLE;
			LOAD:
				State <= SHIFT;
			SHIFT:
				if(counter_flag)
					State <= READY;
				else
					State <= SHIFT;
			READY:
				State <= IDLE;
			default:
				State <= IDLE;
	endcase
end
always@(State) begin
		case(State)
			IDLE:
				begin
					shift = 0;
					load = 0;
					load_product = 0;
					Sync_Reset = 0;
					ready = 0;
					counter_enable=0;
				end
			LOAD:
				begin 
					shift = 0;
					load = 1;
					load_product = 1;
					Sync_Reset = 0;
					ready = 0;
					counter_enable=0;				
				end
			SHIFT:
				begin
					shift = 1;
					load = 0;
					load_product = 1;
					Sync_Reset = 1;
					ready = 0;
					counter_enable=1;					
				end
			READY:
				begin
					shift = 0;
					load = 0;
					load_product = 0;
					Sync_Reset = 0;
					ready = 1;
					counter_enable=0;	
				end
			default:
				begin
					shift = 0;
					load = 0;
					load_product = 0;
					Sync_Reset = 0;
					ready = 0;
					counter_enable=0;
				end
		endcase
end
endmodule
module shift_register
#(
	parameter WORD_LENGTH = 8,
	parameter SHIFT_LR = 0       
)
(
	input [WORD_LENGTH - 1 : 0] D,
	input clk,
	input reset,
	input load,
	input shift,
	output reg [WORD_LENGTH - 1 : 0] Q
);
always @(posedge clk or negedge reset) 
begin
	if(reset==1'b0) 
	begin
		Q<= {(WORD_LENGTH-1) {1'b0}};
	end
	else if (load)
	begin
		Q<=D;
	end
	else
	begin
		if (shift)
		begin
			if(SHIFT_LR)
				Q<=Q>>1;
			else
				Q<=Q<<1;
		end
		else
			Q<=Q;
	end
end
endmodule
$ cat design/flow/run.sh
#!/bin/bash
# OpenROAD 26Q1-2900-gdf79404cd8, Yosys 0.63+post, stock flow scripts
make -C /OpenROAD-flow-scripts/flow DESIGN_CONFIG=/design/flow/config.mk WORK_HOME=/design/flow/orfs finish
==> reports/results.txt <==
Asr flop ratio synth: 1.00
Routed len/inst: 13.7 µm
Top cells by area: dfrtp_1 (35%), ha_1 (5.6%), xnor2_1 (5.5%)
Startpoint types: input port
Type of the worst setup path: in -> out
Pre-Repair DR Iteration Count: 4
Final wirelength: 5450 µm
Vias in the first global route: 1946
Reg power frac: 0.375
Sw Ratio: 0.350
Slew Viols, Final: 0
Residual DRC: 0
Yosys warnings: 5
Synth top area share: 0.354
Top post-synthesis cells by count: dfrtp_1 (38), nand2_1 (38), xnor2_1 (17)
H-Tree Depth: 2
First-pass GRT wire length: 8960 µm
Switching pwr: 0.573 mW
Logic gate share of total power: 0.416
Clk sinks: 39
Largest area contributor in the netlist: dfrtp_1
P&R area growth vs syn: 18.1%
Die area: 5670 µm²
Internal: 1.07 mW
Setup violators final: 0
Syn Inst Count: 298
Clock latency (worst-skew pair): 0.29 ns
Synth Seq Share: 0.364
Vias per inst: 5.42
Status: complete, no violations
Required @ worst endpoint: 3.12 ns
Vias: 2164
Layout cell share with drive strength beyond 1: 0.0699
Crit share post-route: 0.877
Cell Type Count: 55
# Cells Yosys: 298
TritonCTS clock tree: done
# diodes: 0
LEAKAGE: 1.38 nW
Row count: 26
Setup crit end kind: output pin
GRT Resource Usage Total: 0.214
Pwr per Cell Area: 517 nW/µm²
Peak supply drop: 0.000286 V
Post-Route Skew: 0.00922 ns
Post-CTS Setup Inserts: 0
Max-slew headroom: 0.486
Input/output buffers: 35
Setup TNS: 0 ns
Max-Cap Viols: 0
Post-synth EDFFs: 0
Deepest clock path buffer count: 2
Tightest Pin Transition: 0.769 ns
Yosys stat area: 2690 µm²
Detail Route Antenna Nets: 0
Initial antenna violation count: 0
Die Ht: 75.3 µm
Init Core Util: 0.522
Io pins: 36
Crit Path Max Fanout: 13
Hpwl dp: 4040 µm
Top FF cell, synth: dfrtp_1
Total grt overflow: 0
RSZ-0062 raised after global routing: false
RD Place Congestion: 0.777
Largest register FFs: 15
Final Hold Fails: 0
Final WS setup: 0.482 ns
Post-synthesis cell area: 2690 µm²
Post-Syn Area per Cell: 9.01 µm²
Post-CTS Hold Buffers: 0
Pre-CTS WS: 0.461 ns
DIE WIDTH: 75.3 µm
Fmax: 0.293 GHz
Core Area: 5140 µm²
Critical path data arrival time: 2.64 ns
HP Class: reg -> reg
Ys flops: 39
Final min period: 3.42 ns
CTS Buf Count: 5
Buffer type at the clock tree root: clkbuf_8
Clk slew on worst S/H paths: 0.08 ns
Largest net degree at the start of global routing: 40
Tool warnings: 26
Number of DRC markers in iteration 0: 105
Clock network power share: 0.209
Post-CTS sizing: 0
[cells in the final DEF (no fill, tap or decap), types with 4 or more instances in the layout]
cell | synthesis | routed
o21ai_0 | 16 | 16
ha_1 | 12 | 12
o31ai_1 | 8 | 8
nand2b_1 | 4 | 4
dfrtp_1 | 38 | 38
a211oi_1 | 5 | 5
clkbuf_8 | 0 | 5
xor2_1 | 14 | 14
a21oi_1 | 14 | 14
nand3_1 | 7 | 7
o211ai_1 | 6 | 6
nor2_1 | 16 | 16
mux2i_1 | 10 | 10
xnor2_1 | 17 | 17
and2_1 | 10 | 10
o31ai_2 | 4 | 4
clkdlybuf4s50_1 | 0 | 34
nand2_1 | 38 | 38
inv_1 | 13 | 13
[layout make-up]
class	instances	area, µm²
clock inverters	3	46.3
fillers	474	1970
inverters	15	56.3
repair buffers	37	360
well taps	70	87.6
multi-input cells	230	1580
flip-flops and latches	39	977
clock buffers	5	68.8
[kinds of logic after synthesis]
group | synth area share
and+or+nand+nor | 0.191
AOI/OAI and AO/OA | 0.194
DFF | 0.364
xor gates and xnor gates | 0.101
buffers and inverters | 0.0494
adders and majority gates | 0.0634
muxes | 0.0373
[through the flow]
step	utilization	area, µm²	power, mW	instances	hold WS (ns)
finish	0.617	3170	1.64	399	0.471
global route	0.617	3170	1.78	399	0.482
CTS	0.617	3170	1.66	399	0.470
detailed placement	0.595	3060	1.31	391	0.456
global placement	0.595	3060	1.30	391	0.452
floorplan	-	2690	1.04	298	0.432
[power by group through the flow]
stage | registers [mW] | clock network (mW) | logic (mW)
after CTS | 0.616 | 0.352 | 0.691
final | 0.614 | 0.343 | 0.683
after global routing | 0.630 | 0.369 | 0.780
[final timing paths]
check	start	endpoint	slack (ns)	depth (start not counted)
max	Multiplier[7]	Product[3]	0.48	6
min	FSM_counter.counter_reg[0]	FSM_counter.counter_reg[0]	0.47	1
max reg2reg	SR_R_MULTIPLIER.Q[0]	Accumulator.Data_reg[10]	1.25	9
min reg2reg	FSM_counter.counter_reg[0]	FSM_counter.counter_reg[0]	0.47	1
max in group asynchronous	reset	State[0]	3.00	2
min in group asynchronous	reset	Accumulator.Data_reg[1]	0.54	2
[metal layers]
metal / up-vias / routed length (µm) / GRT usage
met2: 38 / 2600 / 0.358
met1: 1006 / 2600 / 0.327
li1: 1116 / - / -
met5: - / 0 / 0
met3: 4 / 199 / 0.0244
met4: 0 / 53 / 0.0185
[critical path, cell delays in order]
cell and delay (ns):
clkdlybuf4s50_1 0.54, nor2_1 0.37, inv_2 0.19, o21ai_0 0.14, xnor2_1 0.14, clkdlybuf4s50_1 0.47
Power and IR drop assume default switching activity.
